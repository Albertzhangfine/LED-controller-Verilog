$ cat ./run.sh
#!/bin/bash
# OpenROAD 26Q1-2900-gdf79404cd8, Yosys 0.63+post, stock flow scripts
make -C /OpenROAD-flow-scripts/flow DESIGN_CONFIG=/design/flow/config.mk WORK_HOME=/design/flow/orfs finish
$ cat ./config.mk
export PLATFORM = sky130hd
export DESIGN_NAME = ledd
export DESIGN_NICKNAME = ledd
export VERILOG_FILES = /design/flow/design.v
export SDC_FILE = /design/flow/constraint.sdc
export NUM_CORES = 4
export LEC_CHECK = 1
export CORE_UTILIZATION = 40
$ cat ./constraint.sdc
current_design ledd

set clk_period 6.3
set clk_io_pct 0.2

create_clock -name clk0 -period $clk_period [get_ports {clk}]

set non_clock_inputs [all_inputs -no_clocks]
set_input_delay [expr $clk_period * $clk_io_pct] -clock clk0 $non_clock_inputs
set_output_delay [expr $clk_period * $clk_io_pct] -clock clk0 [all_outputs]
$ cat ./design.v
module ledd(clk,rst,led,state_ctrl);  
input clk ;  
input rst ;  
input state_ctrl;
output reg [15:0]led ;  
reg[5:0] state;  
reg[3:0] state_k;
always @ ( posedge clk or negedge rst or negedge state_ctrl)
begin
	if(!rst)
		begin
			led<=16'b1111111111111111;
			state<=0;
		end
	else 
	begin
	  if(!state_ctrl)
	     begin
			led<=16'b0000000000000000;
			state<=0;
		  end
	  else
	   begin
		case (state_k)
			0:begin
			case(state)
				0:begin
					led<='b0111111111111111;
					state<=1;
				end
				1:begin
					led<='b1011111111111111;
					state<=2;	
				end
				2:begin
					led<='b1101111111111111;	
					state<=3;			
				end
				3:begin
					led<='b1110111111111111;
					state<=4;	
				end
				4:begin
					led<='b1111011111111111;
					state<=5;
					end
				5:begin
					led<='b1111101111111111;
					state<=6;
					end
				6:begin
					led<='b1111110111111111;
					state<=7;
					end
				7:begin
					led<='b1111111011111111;
					state<=8;
					end
				8:begin
					led<='b1111111101111111;
					state<=9;
					end
				9:begin
					led<='b1111111110111111;
					state<=10;
					end
				10:begin
					led<='b1111111111011111;
					state<=11;
					end
				11:begin
					led<='b1111111111101111;
					state<=12;
					end
				12:begin
					led<='b1111111111110111;
					state<=13;
					end
				13:begin
					led<='b1111111111111011;
					state<=14;
					end
				14:begin
					led<='b1111111111111101;
					state<=15;
					end
				15:begin
					led<='b1111111111111110;
					state<=16;
					end
				default: 
					state<=0;
				endcase
				state_k<=1;
			end
			1:begin
			case(state)
				0:begin
					led<='b0111111111111110;
					state<=1;
				end
				1:begin
					led<='b1011111111111101;
					state<=2;	
				end
				2:begin
					led<='b1101111111111011;	
					state<=3;			
				end
				3:begin
					led<='b1110111111110111;
					state<=4;	
				end
				4:begin
					led<='b1111011111101111;
					state<=5;
					end
				5:begin
					led<='b1111101111011111;
					state<=6;
					end
				6:begin
					led<='b1111110110111111;
					state<=7;
					end
				7:begin
					led<='b1111111001111111;
					state<=8;
					end
				default: 
					state<=0;
				endcase
				state_k<=2;
			end
			2:begin
			case(state)
				0:begin
					led<='b0011111111111100;
					state<=1;
				end
				1:begin
					led<='b1001111111111001;
					state<=2;	
				end
				2:begin
					led<='b1100111111110011;	
					state<=3;			
				end
				3:begin
					led<='b1110011111100111;
					state<=4;	
				end
				4:begin
					led<='b1111001111001111;
					state<=5;
					end
				5:begin
					led<='b1111100110011111;
					state<=6;
					end
				6:begin
					led<='b1111110000111111;
					state<=7;
					end
				7:begin
					led<='b1111111001111111;
					state<=8;
					end
				default: 
					state<=0;
				endcase
				state_k<=3;
			end
			3:begin
			case(state)
				0:begin
					led<='b0111111111111111;
					state<=1;
				end
				1:begin
					led<='b1011111111111111;
					state<=2;	
				end
				2:begin
					led<='b1101111111111111;	
					state<=3;			
				end
				3:begin
					led<='b1110111111111111;
					state<=4;	
				end
				4:begin
					led<='b1111011111111111;
					state<=5;
					end
				5:begin
					led<='b1111101111111111;
					state<=6;
					end
				6:begin
					led<='b1111110111111111;
					state<=7;
					end
				7:begin
					led<='b1111111011111111;
					state<=8;
					end
				8:begin
					led<='b1111111101111111;
					state<=9;
					end
				9:begin
					led<='b1111111110111111;
					state<=10;
					end
				10:begin
					led<='b1111111111011111;
					state<=11;
					end
				11:begin
					led<='b1111111111101111;
					state<=12;
					end
				12:begin
					led<='b1111111111110111;
					state<=13;
					end
				13:begin
					led<='b1111111111111011;
					state<=14;
					end
				14:begin
					led<='b1111111111111101;
					state<=15;
					end
				15:begin
					led<='b1111111111111110;
					state<=16;
					end
				default: 
					state<=0;
				endcase
				state_k<=4;
			end
			4:begin
			case(state)
				0:begin
					led<='b0111111111111111;
					state<=1;
				end
				1:begin
					led<='b1011111111111111;
					state<=2;	
				end
				2:begin
					led<='b1101111111111111;	
					state<=3;			
				end
				3:begin
					led<='b1110111111111111;
					state<=4;	
				end
				4:begin
					led<='b1111011111111111;
					state<=5;
					end
				5:begin
					led<='b1111101111111111;
					state<=6;
					end
				6:begin
					led<='b1111110111111111;
					state<=7;
					end
				7:begin
					led<='b1111111011111111;
					state<=8;
					end
				8:begin
					led<='b1111111101111111;
					state<=9;
					end
				9:begin
					led<='b1111111110111111;
					state<=10;
					end
				10:begin
					led<='b1111111111011111;
					state<=11;
					end
				11:begin
					led<='b1111111111101111;
					state<=12;
					end
				12:begin
					led<='b1111111111110111;
					state<=13;
					end
				13:begin
					led<='b1111111111111011;
					state<=14;
					end
				14:begin
					led<='b1111111111111101;
					state<=15;
					end
				15:begin
					led<='b1111111111111110;
					state<=16;
					end
				default: 
					state<=0;
				endcase
				state_k<=5;
			end
			5:begin
			case(state)
				0:begin
					led<='b0111111111111111;
					state<=1;
				end
				1:begin
					led<='b1011111111111111;
					state<=2;	
				end
				2:begin
					led<='b1101111111111111;	
					state<=3;			
				end
				3:begin
					led<='b1110111111111111;
					state<=4;	
				end
				4:begin
					led<='b1111011111111111;
					state<=5;
					end
				5:begin
					led<='b1111101111111111;
					state<=6;
					end
				6:begin
					led<='b1111110111111111;
					state<=7;
					end
				7:begin
					led<='b1111111011111111;
					state<=8;
					end
				8:begin
					led<='b1111111101111111;
					state<=9;
					end
				9:begin
					led<='b1111111110111111;
					state<=10;
					end
				10:begin
					led<='b1111111111011111;
					state<=11;
					end
				11:begin
					led<='b1111111111101111;
					state<=12;
					end
				12:begin
					led<='b1111111111110111;
					state<=13;
					end
				13:begin
					led<='b1111111111111011;
					state<=14;
					end
				14:begin
					led<='b1111111111111101;
					state<=15;
					end
				15:begin
					led<='b1111111111111110;
					state<=16;
					end
				default: 
					state<=0;
				endcase
				state_k<=0;
			end
			default: 
					state_k<=0;
			endcase
	   end
	end
end
endmodule  
==> impl_metrics.tcl <==
# collected from the flow reports
set metrics [dict create \
    finalClockPeriodUsage_pct 46.2 \
    synth.top_cell.area_share_pct 22.9 \
    stage_log_warnings 41 \
    power_uw 506 \
    min-delay-path-class "flip-flop to flip-flop" \
    drc 0 \
    yosys.cell_types.count 40 \
    finalSetupTns_ns 0 \
    top_level_ports 19 \
    synth-warning-count 2 \
    initial_utilization_pct 41.3 \
    placed_area_mm2 0.00248 \
    yosys-mux-area-fraction_pct 14.5 \
    horizontal_die_dimension_um 77.4 \
    worstHoldPathCells 0 \
    max-clock-path-buffers 2 \
    htree_num_levels 2 \
    final.setup.worst_slack_ns 3.39 \
    part_of_the_power_in_the_clock_network_pct 30.6 \
    synth.cellmix.adderShare_pct 0 \
    ff2ff_path_depth 4 \
    synth-xor-area-share_pct 0 \
    achievable_freq_mhz 344 \
    ys_seq_elements 39 \
    detail_route.iter0.violations 92 \
    post_synth_area_hogs "sky130_fd_sc_hd__dfbbp_1, sky130_fd_sc_hd__dfrtp_1, sky130_fd_sc_hd__edfxtp_1, sky130_fd_sc_hd__mux2_2, sky130_fd_sc_hd__mux2i_1" \
    compound_share_synth_pct 8.47 \
    clkLatencyLatePin_ns 0.28 \
    synth_stat.cells 200 \
    fin_area_mm2 0.00256 \
    detailedPlacementHpwl_mm 3.13 \
    switchingPower_uw 119 \
    number_of_flops_mapped_to_enable_cells_by_yosys 6 \
    wirelength_mm 4.66 \
    cts_hold_buf 0 \
    ant_nets 0 \
    fp-row-count 27 \
    final_max_slew_viol_count 0 \
    core_region_area_mm2 0.00551 \
    post_synth_top_flop "sky130_fd_sc_hd__dfrtp_1" \
    synth_area_per_cell_um2 11.4 \
    sequential_cell_area_mm2 0.00113 \
    worst-slew-pin-transition_ns 0.876 \
    tritoncts "built" \
    insertedDiodeCount 0 \
    die-area_mm2 0.00599 \
    worst_supply_voltage_drop_on_vdd_v 0.000145 \
    worst_slack_at_placement_ns 3.16 \
    route.detailed.wl_per_inst_um 16.4 \
    seq_area_frac_synth_pct 49.6 \
    simple_gate_share_pct 22.2 \
    synthesis.instances 200 \
    critical_path.endpoint_type "flip-flop" \
    cellPowerDensity_mw_per_mm2 198 \
    slew_headroom_pct 41.4 \
    netSwitchingFraction_pct 23.6 \
    clock_sink_count 39 \
    cts.repair_timing.setup_buffer_count 0 \
    ys_area_mm2 0.00227 \
    grt_start_max_net_pins 24 \
    clockRootBuffer "sky130_fd_sc_hd__clkbuf_8" \
    worstPathMaxFanout 15 \
    worst_setup_path_start_kind "flip-flop" \
    critPathRequiredTime_ns 6.41 \
    routed_via_density 5.78 \
    worst_setup_hold_path_clk_slew_ns 0.07 \
    hold_viol 0 \
    timing.clock.skew_ns 0.00480 \
    first_global_vias 1593 \
    power.internal_uw 386 \
    power.sequential.fraction_pct 62.9 \
    mappedNetlistArea_mm2 0.00227 \
    final.min_clock_period_ns 2.91 \
    layout-drive-gt1-share_pct 17.5 \
    holdWs_ns 0.478 \
    crit_path_arrival_time_ns 3.02 \
    finalSetupViolCount 0 \
    final_core_util_pct 46.5 \
    drt_pre_antenna_iters 4 \
    cts_resized 0 \
    die_y_um 77.4 \
    gpl_congestion 0.852 \
    input_output_buffers 18 \
    grt_setup_unrepaired "no" \
    synth_area_leader_cell "sky130_fd_sc_hd__dfbbp_1" \
    cts_buffer_count 5 \
    num_vias 1642 \
    critical_path_type "flip-flop to flip-flop" \
    area_delta_synth_final_pct 12.5 \
    filler_free_cell_count_of_the_finished_design 284 \
    fillerInstances 517 \
    maxCapViolCount 0 \
    async_reset_ff_share_pct 84.6 \
    groute.usage.overall_pct 17.4 \
    pwr-share-comb_pct 6.5 \
    antenna_violations_before_repair 0 \
    grt_first_pass_wirelength_mm 7.91 \
    post_placement_cell_count 276 \
    netlist_logic_family_top "simple AND/OR/NAND/NOR gates" \
    outcome "finished, final reports clean" \
    p_leak_nw 1.03 \
    total_overflow_reported_by_the_global_router 0 \
    final-comb-area_mm2 0.00103 \
]
==> synth_stat cells (2+ instances only) <==
cell type,count
sky130_fd_sc_hd__nand2_1,19
sky130_fd_sc_hd__dfbbp_1,16
sky130_fd_sc_hd__dfrtp_1,16
sky130_fd_sc_hd__mux2_2,15
sky130_fd_sc_hd__mux2i_1,13
sky130_fd_sc_hd__clkbuf_1,12
sky130_fd_sc_hd__a21oi_1,11
sky130_fd_sc_hd__inv_1,9
sky130_fd_sc_hd__nor4b_1,9
sky130_fd_sc_hd__nand3_1,8
sky130_fd_sc_hd__nand4_1,7
sky130_fd_sc_hd__edfxtp_1,6
sky130_fd_sc_hd__o21ai_0,6
sky130_fd_sc_hd__nor2_1,5
sky130_fd_sc_hd__nor4_1,5
sky130_fd_sc_hd__or4_1,5
sky130_fd_sc_hd__or3b_2,4
sky130_fd_sc_hd__a32oi_1,3
sky130_fd_sc_hd__and4_1,3
sky130_fd_sc_hd__o32ai_1,3
sky130_fd_sc_hd__buf_2,2
sky130_fd_sc_hd__mux2_4,2
sky130_fd_sc_hd__nor3_1,2
sky130_fd_sc_hd__nor3b_1,2
sky130_fd_sc_hd__nor4_4,2
==> critical path: stages, from the launching register on <==
cell and delay (ns):
sky130_fd_sc_hd__edfxtp_1 0.56, sky130_fd_sc_hd__nor2_1 0.74, sky130_fd_sc_hd__nand2_1 0.49, sky130_fd_sc_hd__o21a_1 0.53, sky130_fd_sc_hd__mux2_4 0.41
==> cells in the final DEF (no fill, tap or decap), types with 6 or more instances in the layout <==
cell type / count
sky130_fd_sc_hd__dfbbp_1: 16
sky130_fd_sc_hd__edfxtp_1: 6
sky130_fd_sc_hd__mux2i_1: 13
sky130_fd_sc_hd__o21ai_0: 6
sky130_fd_sc_hd__dfrtp_1: 16
sky130_fd_sc_hd__nor4b_1: 9
sky130_fd_sc_hd__inv_1: 9
sky130_fd_sc_hd__nand4_1: 7
sky130_fd_sc_hd__mux2_2: 15
sky130_fd_sc_hd__nand3_1: 8
sky130_fd_sc_hd__a21oi_1: 11
sky130_fd_sc_hd__clkdlybuf4s50_1: 18
sky130_fd_sc_hd__nand2_1: 19
==> worst paths after layout <==
kind                                        end  slack [ns]        from
min reg2reg                           flip-flop        0.48   flip-flop
min                                   flip-flop        0.48   flip-flop
max reg2reg                led[7]$_DFFSRE_PNPP_        3.39   flip-flop
max                        led[7]$_DFFSRE_PNPP_        3.39   flip-flop
max in group asynchronous  led[3]$_DFFSRE_PNPP_        3.73         rst
min in group asynchronous    state[9]$_DFF_PN0_        1.50  state_ctrl
==> logic make-up (layout without fill, tap and decap cells) <==
kind of cell | count (synthesis) | in the layout
DFF | 39 | 39
buffers and inverters | 25 | 37
and+or+nand+nor | 77 | 77
muxes | 30 | 30
AOI/OAI and AO/OA | 29 | 29
==> metal layers <==
| metal | global-route usage [%] | part of all wire [%] | vias up |
|---|---|---|---|
| li1 | - | - | 792 |
| met1 | 28.2 | 50 | 817 |
| met2 | 26.1 | 46 | 27 |
| met3 | 3.35 | 3.5 | 6 |
| met4 | 2.45 | 1.1 | 0 |
| met5 | 0 | 0 | - |
==> area by class of cell <==
cell class / count / share of cell area (%)
Clock buffer: 6 / 2.83
Clock inverter: 2 / 0.293
Inverter: 9 / 1.32
Multi-Input combinational cell: 136 / 40.4
Sequential cell: 39 / 44.0
Tap cell: 72 / 3.52
Timing Repair Buffer: 20 / 7.62
==> power by group through the flow <==
stage     combinational [mW]  sequential, mW  clock [mW]
5_1_grt               0.0371           0.321       0.169
4_1_cts               0.0335           0.318       0.160
6_report              0.0328           0.318       0.155
Power and IR drop assume default switching activity.
